$ cat flow/run.sh
#!/bin/bash
# OpenROAD 26Q1-2900-gdf79404cd8, Yosys 0.63+post, stock flow scripts
make -C /OpenROAD-flow-scripts/flow DESIGN_CONFIG=/design/flow/config.mk WORK_HOME=/design/flow/orfs finish
$ cat flow/config.mk
export PLATFORM = sky130hd
export DESIGN_NAME = Ctrl
export DESIGN_NICKNAME = Ctrl
export VERILOG_FILES = /design/flow/design.v
export SDC_FILE = /design/flow/constraint.sdc
export NUM_CORES = 4
export LEC_CHECK = 1
export CORE_AREA = 10 10 75 75
export DIE_AREA = 0 0 85 85
$ cat flow/constraint.sdc
current_design Ctrl

set clk_period 2.7
set clk_io_pct 0.2

create_clock -name clk0 -period $clk_period

set non_clock_inputs [all_inputs -no_clocks]
set_input_delay [expr $clk_period * $clk_io_pct] -clock clk0 $non_clock_inputs
set_output_delay [expr $clk_period * $clk_io_pct] -clock clk0 [all_outputs]
$ cat flow/design.v
import definitions::*;
module Ctrl (
  input[ 8:0] Instruction,	    
  input[1:0]  SubstringIndex,   
  output logic  JumpEqual     ,  
                JumpNotEqual  ,  
                OffsetEn      ,  
	              RegWrEn       ,	 
	              MemWrEn       ,	 
	              Ack           ,	 
  output logic [1:0] PCRegSelect,    
  output logic [2:0] WriteSource,    
  output logic [3:0] ReadRegAddrA,   
                     ReadRegAddrB,
                     WriteRegAddr,   
                     ALUOp       ,
  output logic [7:0] ImmOut          
);
always_comb begin
  JumpEqual = '0;
  JumpNotEqual = '0;
  OffsetEn = 0;
  PCRegSelect = '0;
  MemWrEn = '0;
  RegWrEn = 0;
  WriteSource = '0;
  ImmOut = { 3'b000, Instruction[4:0]};
  WriteRegAddr = 0;
  ReadRegAddrA = 0;
  ReadRegAddrB = 0;
  ALUOp = 0;
  if (Instruction[8:6] == 3'b000) begin  
    RegWrEn = '1;
    WriteRegAddr = {1'b0, Instruction[5:3]};
    ReadRegAddrB = 4'b1000;  
    ReadRegAddrA = {1'b0, Instruction[2:0]};
    ALUOp = kLSH;
  end else if (Instruction[8:6] == 3'b001) begin  
    RegWrEn = '1;
    WriteRegAddr = {1'b0, Instruction[5:3]};
    ReadRegAddrB = 4'b1000;  
    ReadRegAddrA = {1'b0, Instruction[2:0]};
    ALUOp = kRSH;
  end else if (Instruction[8:5] == 4'b1101) begin  
    RegWrEn = '1;
    WriteRegAddr = {1'b0, Instruction[4:2]};
    ReadRegAddrA = {1'b0, Instruction[4:2]};
    ReadRegAddrB = {2'b01, Instruction[1:0]};
    ALUOp = kORR;
  end else if (Instruction[8:5] == 4'b0110) begin  
    RegWrEn = '1;
    WriteRegAddr = {1'b0, Instruction[4:2]};
    ReadRegAddrA = {1'b0, Instruction[4:2]};
    ReadRegAddrB = 4'b1000;  
    ALUOp = kXOR;
  end else if (Instruction[8:5] == 4'b0111) begin  
    RegWrEn = '1;
    WriteRegAddr = {1'b0, Instruction[4:2]};
    ReadRegAddrA = {1'b0, Instruction[4:2]};
    ALUOp = kRXR;
  end else if (Instruction[8:5] == 4'b1110) begin  
      RegWrEn = '1;
      WriteRegAddr = {1'b0, Instruction[4:2]};
      ReadRegAddrA = {1'b0, Instruction[4:2]};
      ReadRegAddrB = 4'b1000;  
      if (Instruction[1] == 1'b0)
        ALUOp = kADD;
      else 
        ALUOp = kSUB;
  end else if (Instruction[8:5] == 4'b1111) begin  
      RegWrEn = 1;
      WriteRegAddr = 4'b1000;  
      WriteSource = 3'b100;
  end else if (Instruction[8:5] == 4'b1000) begin  
      PCRegSelect = Instruction[3:2];
      if(Instruction[4] == 0)
        JumpEqual = 1;
      else 
        JumpNotEqual = 1;
  end else if (Instruction[8:5] == 4'b1001) begin  
      PCRegSelect = Instruction[4:3];
      OffsetEn = Instruction[2];
      ReadRegAddrB = 4'b1000;
  end else if (Instruction[8:5] == 4'b1010) begin  
      RegWrEn = 1;
      WriteRegAddr = {1'b0, Instruction[4:2]};  
      if (Instruction[1] == 0) begin
        WriteSource = 3'b010;  
        ReadRegAddrA = 4'b0110;  
      end else begin
        WriteSource = 3'b011;  
        ReadRegAddrB = 4'b0110;  
      end
  end else if (Instruction[8:4] == 5'b01000) begin  
    RegWrEn = 1;
    WriteRegAddr = {1'b0, Instruction[3:1]};
    ReadRegAddrA = 4'b0001;  
    WriteSource = 3'b001;  
  end else if (Instruction[8:4] == 5'b01001) begin  
    RegWrEn = 0;
    MemWrEn = 1;
    ReadRegAddrA = 4'b0001;  
    ReadRegAddrB = {1'b0, Instruction[3:1]};  
  end else if (Instruction[8:5] == 4'b1100) begin  
    RegWrEn = 1; 
    WriteRegAddr = {1'b0, Instruction[4:2]};
    ReadRegAddrA = 4'b1000;  
    ReadRegAddrB = 4'b0000;  
    WriteSource = 3'b000;
    ALUOp = kADD;
  end else if (Instruction[8:3] == 6'b101100) begin  
    RegWrEn = 1;
    WriteRegAddr = {2'b10, Instruction[2:1]} + 1'b1;  
    ReadRegAddrA = 4'b0000;
    ReadRegAddrB = 4'b0000;  
    WriteSource = 3'b000;
    ALUOp = kADD;
  end else if (Instruction[8:3] == 6'b101101) begin  
    RegWrEn = 1;
    WriteRegAddr = {2'b10, Instruction[2:1]} + 1'b1;
    ReadRegAddrA = 4'b1000;  
    ReadRegAddrB = {2'b10, Instruction[2:1]} + 1'b1;
    WriteSource = 3'b000;
    ALUOp = kADD;
  end else if (Instruction[8:3] == 6'b101110) begin  
    RegWrEn = 0;
    MemWrEn = 1;
    ReadRegAddrA = {2'b11, Instruction[2:1]} + 1'b1;  
    ReadRegAddrB = {2'b10, Instruction[2:1]} + 1'b1;  
  end else if (Instruction[8:3] == 6'b101111) begin  
    RegWrEn = 0;
    ReadRegAddrA = 4'b1100;  
    ReadRegAddrB = 4'b0000;
    ALUOp = kADD;
  end else if (Instruction[8:4] == 5'b01010) begin  
    RegWrEn = 1;
    WriteRegAddr = {1'b0, Instruction[3:1]};
    ReadRegAddrA = 4'b0101;  
    WriteSource = 3'b000;
    case(SubstringIndex)
      0 : ALUOp = kSB1;
      1 : ALUOp = kSB2;
      2 : ALUOp = kSB3;
      3 : ALUOp = kSB4;
    endcase
  end else if (Instruction[8:4] == 5'b01011) begin  
    RegWrEn = 1;
    WriteRegAddr = {1'b0, Instruction[3:1]};
    ReadRegAddrA = 4'b0101;  
    ReadRegAddrB = 4'b0110;  
    WriteSource = 3'b000;
    case(SubstringIndex)
      0 : ALUOp = kDB1;
      1 : ALUOp = kDB2;
      2 : ALUOp = kDB3;
      3 : ALUOp = kDB4;
    endcase
  end
end
assign Ack = &Instruction;
endmodule
==> out/results.tsv <==
metric	value	unit
status	complete, no violations	
worstHoldEndpoint	WriteRegAddr[0]	
fin_cells	311	
crit_family	buffers and inverters	
synth_area_per_cell	5.98	um2
drc	0	
place_inst	301	
hold_viol_final	0	
core_area	0.00406	mm2
maxCapViolations	0	
final_area	0.00196	mm2
slowest_delay	0.47	ns
track_usage	11.9	%
grt_setup_unrepaired	yes	
io_buffers	37	
setup_viol	0	
cp_num_buf_inv	4	
die_y	85	um
syn_area	0.00109	mm2
synth.top_cell.area_share	12.4	%
cellPowerDensity	155	mW/mm2
finalClockPeriodUsage	98.7	%
leakagePower	0.854	nW
clock.fmax	375	MHz
n_antenna_cell	0	
top_cells_by_area	buf_4 12%, a21oi_1 8.7%, nand2_1 6.5%, nor2_1 6.2%, nor3_1 4.1%	
drt-total-wl	4.64	mm
ir_drop	66.1	uV
wl_per_cell	14.9	um
ff_count	0	
yosysCellCount	183	
holdCritStartpoint	Instruction[2]	
grt_overflow	0	
cp_cell_sequence	dlygate4sd2_1 > buf_12 > buf_4 > nor3_2 > a21oi_1 > o21ai_1 > a32o_1 > clkdlybuf4s50_1	
worstPathRequired	2.16	ns
drive_gt1_share	37.9	%
grt_max_degree	15	
worstPathMaxFanout	11	
grt_pass1_wl	7.55	mm
fp_util	27.0	%
drt_iter0_markers	160	
pin_count	46	
avgViaCountPerCell	5.04	
final.setup.tns	0	ns
antenna_found_initial	0	
syn-instance-count	183	
dpl_cell_area	0.00177	mm2
synth.distinct_cells	48	
routed.top_layer	met3	
num_vias	1566	
final_util	48.4	%
first_global_vias	1577	
crit_path_start_kind	input pin	
chipWidth	85	um
fin_crit	2.67	ns
fp-row-count	23	
area_growth	79.5	%
wl_met1	2.21	mm
holdWs	1.70	ns
route.met3.wl	315	um
die-area	0.00723	mm2
ant_nets	0	
worst_setup_path_end_kind	output pin	
ys_warn_count	32	
min_path_type	input pin to output pin	
comb_area	968	um2
critPathKind	input pin to output pin	
maxSlewViolCount	0	
crit_arrival	2.13	ns
warning_count	36	
register_area	0	um2
wl_met2	2.11	mm
n_fill_cell	402	
yosysSeqAreaShare	0	%
ys_area	0.00109	mm2
drt_pre_antenna_iters	4	
clock_buffers	0	
place.gp.congestion	0.899	
dp_hpwl	3.42	mm
min_path_cells	5	
largest_area_cell	buf_4	
slowest_stage	clkdlybuf4s50_1	
critPathLaunch	Instruction[7]	
==> cells in the final DEF, fill, tap and decap left out, drive strengths merged, types with 2 or more instances in the layout <==
cell and n:
nor2b 5, buf 68, nand3 7, nor3 10
inv 8, xnor2 2, clkbuf 4, nand2 21
nand2b 6, conb 7, o31ai 2, o22ai 2
nor4 3, a32oi 3, clkdlybuf4s50 28, a22oi 5
a21oi 20, dlygate4sd2 2, a211oi 3, o21ai 15
nor2 20, o32a 2
==> repair_timing <==
item,4_1_cts,5_1_grt
gates resized,36,19
cloned,2,1
setup endpoints to repair,23,7
pin swaps,4,8
setup buffers,7,0
hold buffers,0,0
==> worst max path at each step <==
stage / endpoint / cells past startpoint
after CTS: ReadRegAddrB[1] / 8
final: ReadRegAddrB[1] / 8
after global routing: WriteRegAddr[2] / 7
==> synth_stat cells, types with 2 or more instances <==
library cell  count
nor2_2            2
o21ai_0           6
o21ai_1           9
nor2b_1           5
nand2b_1          4
a22oi_1           5
o22ai_1           2
buf_4            18
o31ai_1           2
nor2_1           18
nand2b_2          2
a21oi_1          19
clkbuf_1          3
nor4_1            2
buf_6             3
nand3_1           7
a32oi_1           3
nand2_2           2
buf_2             8
inv_1             6
o32a_1            2
a211oi_1          3
nand2_1          19
nor3_1            9
==> cell type report <==
cell class / instances / area share [%]
Tap cell: 50 / 3.19
Inverter: 8 / 1.91
Timing Repair Buffer: 104 / 45.6
Multi-Input combinational cell: 149 / 49.3
==> per-stage QoR <==
step,total power [mW],worst slack [ns]
2_1_floorplan,0.137,0.762
3_5_place_dp,0.270,-0.292
3_3_place_gp,0.270,-0.277
6_report,0.304,0.0346
5_1_grt,0.332,-0.0495
4_1_cts,0.299,-0.0304
==> cells by family (layout without fill, tap and decap cells) <==
logic type	after synthesis	count (layout)	share of synthesized area, %
buffers and inverters	40	112	23.3
muxes	1	1	0.915
adders and majority gates	1	1	1.14
and+or+nand+nor	78	78	36.3
AOI/OAI and AO/OA	60	60	35.7
xor gates and xnor gates	2	2	2.29
other	1	7	0.343
==> layer usage <==
layer  track usage [%]  vias up
met3              1.64        0
met2              19.8       56
met5                 0        -
met4                 0        0
li1                  -      795
met1              16.8      715
==> report_power, final <==
part	total (mW)	internal (mW)	switching, mW
logic	0.304	0.167	0.138
registers	0	0	0
clock network	0	0	0
total	0.304	0.167	0.138
Power is estimated from default activity; no workload was simulated.
