## /design/flow/design.v

```verilog
module DataMem #(parameter W=8, A=8)  (
  input                 Clk,
                        Reset,
                        WriteEn,
  input       [A-1:0]   DataAddress,  
  input       [W-1:0]   DataIn,		  
  output logic[W-1:0]   DataOut);
  logic [W-1:0] Core[2**A];			  
  always_comb                         
    DataOut = Core[DataAddress];
  always_ff @ (posedge Clk)		  
    if(Reset) begin
      for(int i = 0; i < 256; i++)
	      Core[i] <= 0;
	end
    else if(WriteEn) 
      Core[DataAddress] <= DataIn;
endmodule
```

## /design/flow/run.sh

```bash
#!/bin/bash
# OpenROAD 26Q1-2900-gdf79404cd8, Yosys 0.63+post, stock flow scripts
make -C /OpenROAD-flow-scripts/flow DESIGN_CONFIG=/design/flow/config.mk WORK_HOME=/design/flow/orfs finish
```

## /design/flow/config.mk

```make
export PLATFORM = sky130hd
export DESIGN_NAME = DataMem
export DESIGN_NICKNAME = DataMem
export VERILOG_FILES = /design/flow/design.v
export SDC_FILE = /design/flow/constraint.sdc
export NUM_CORES = 4
export LEC_CHECK = 1
export CORE_UTILIZATION = 50
```

## /design/flow/constraint.sdc

```tcl
current_design DataMem

set clk_period 18.9
set clk_io_pct 0.2

create_clock -name clk0 -period $clk_period [get_ports {Clk}]

set non_clock_inputs [all_inputs -no_clocks]
set_input_delay [expr $clk_period * $clk_io_pct] -clock clk0 $non_clock_inputs
set_output_delay [expr $clk_period * $clk_io_pct] -clock clk0 [all_outputs]
```

==> job_summary.md <==
## PnR job results

| Metric | Value |
|---|---|
| Count leader, synth | edfxtp_1 |
| Yosys cell count | 6266 |
| Clock tree buffer depth | 3 |
| CP max-delay cell | o41ai_1 |
| Final setup TNS | 0 ps |
| Unique masters post-synth | 28 |
| Non-Filler Instances | 8466 |
| CP Class | primary input to output port |
| Peak Freq | 78.3 MHz |
| GP Congestion | about 0.9 |
| Cycle use final | 67.6% |
| Resized Gates After CTS | 0 |
| Relative slew slack | -4.39% |
| Biggest registers after layout | Core x2048 |
| Slew Limit Fails | 2 |
| Worst hold margin | between 3000 and 4000 ps |
| Largest net degree at the start of global routing | 118 |
| Vias per Instance | ~6.4 |
| Yosys warnings | 1 |
| DRT Pass-1 Iters | 5 |
| DIE AREA | 191000 um2 |
| Seq. cell area | 61500 um2 |
| CTS Sinks | roughly 2.0k |
| Vias | 54.0k |
| Core box area | roughly 190000 um2 |
| Post-CTS setup buffers | 0 |
| Measured slew at the worst slew-check pin | between 1500 and 2000 ps |
| Share of post-route cells with drive strength above 1 | roughly 17% |
| Vias in the first global route | 57.2k |
| Final antenna-violating net count | 0 |
| Synth flops | 2048 |
| Cell count after synthesis | 6266 |
| Root Driver | clkbuf_16 |
| Commonest cells post-synth | 2048 x edfxtp_1, 1882 x and3_1, 781 x clkbuf_1, 512 x mux4_2, 256 x a22oi_1 |
| H-tree lvl count | 4 |
| Most used flip-flop cell | edfxtp_1 |
| Synth area leader | edfxtp_1 |
| Starting DRT DRC Count | a little under 4k |
| Pwr Density | 96.6 nW/um2 |
| Final WL | 255000 um |
| Row cnt | between 150 and 200 |
| Syn Std Cell Area | between 90000 and 100000 um2 |
| Combinational gate area | between 20000 and 30000 um2 |
| Worst VDD drop | 0.0832 mV |
| Max-cap violations | 1 |
| Reg with most FFs | Core |
| CP Data Required Time | 15120 ps |
| Slowest cell delay on critical path | 1270 ps |
| Crit-path cells | buf_8 -> buf_4 -> buf_4 -> mux4_2 -> a22oi_1 -> a21oi_1 -> o41ai_1 -> buf_4 -> nand4_1 -> clkdlybuf4s50_1 |
| Leak pwr | 0.0413 uW |
| Worst Hold Class | primary input to register |
| Hold buffer count at CTS | 0 |
| Nature of the critical path endpoint | output port |
| Asr flop ratio synth | 0% |
| CP endpoint | DataOut[7] |
| Setup Viol. Count Final | 0 |
| Tool warnings | 38 |
| Status | complete, but fails checks |
| Detailed-route wire length per cell | 30.1 um |
| Die Y | 437 um |
| Hpwl dp | 141000 um |
| Port buffer count | 26 |
| Antenna violations before repair | 5 |
| FILL cells | ~14k |
| Syn-to-layout area delta | 8.57% |
| Worst setup path start | DataAddress[0] |
| Failing checks | max-capacitance violations, max-slew violations |
| Initial Util | 50.4% |
| Placed Instances | 8082 |
| Total gr overflow | 0 |
| CP Launch Type | primary input |
| Max-area cell share | 65.0% |
| Cell area after layout | 103000 um2 |
| All-Layer GR Usage | approximately 30% |
| Crit path max fanout | 47 |
| Cell Area, Placed | 96400 um2 |
| Worst EP arrival | roughly 9000 ps |
| Avg Cell Area, Syn | 15.1 um2 |
| Cts bufs inserted | 213 |
| Post-synth EDFFs | 2048 |
| Remaining DRCs | 0 |
| Synth top area cells | edfxtp_1 65%, and3_1 12%, mux4_2 12% |
| First-pass GRT wire length | 378000 um |
| DIE WIDTH | 437 um |
| CTS tree | yes |
| Fin crit period | 12780 ps |
| Yosys stat area | 94600 um2 |
| I/O Pins | 27 |
| Final hold vios | 0 |
| Clock-pin slew on the worst setup and hold paths | 60 ps |
| Sequential area share after synthesis | 65.0% |
| Critical path's most frequent cell | buf_4 |
| Largest register FFs | 2048 |
| RSZ-0062 raised after global routing | false |
## per-layer routing
metal  global-route usage (%)  wire [um]  vias to the layer above  part of all wire [%]
met5                     1.16        326                        -                  0.13
met2                     43.3     122000                     2662                    48
met3                     15.9      32600                      398                    13
li1                         -          -                    23851                     -
met4                     7.71       8280                        8                   3.2
met1                     43.6      92100                    27087                    36
## worst max-delay path: cells and delay by family
kind / cells / cell delay [ps]
compound gates: 3 / 1750
buf+inv: 5 / 2470
mux: 1 / 640
simple gates: 1 / 220
## cell families (layout without fill, tap and decap cells)
family	after synthesis	in the layout	share of synthesized area (%)
AOI/OAI and AO/OA	651	651	4.87
DFF	2048	2048	65.0
and+or+nand+nor	2164	2164	14.3
muxes	512	512	12.2
buffers and inverters	891	595	3.69
other	0	1	0
## final cells by class
class | count | share of cell area, %
sequential | 2048 | 59.9
multi-input combinational | 3327 | 29.1
clock buffer | 280 | 5.51
tap | 2495 | 3.04
timing repair buffer | 212 | 1.80
clock inverter | 103 | 0.705
antenna | 1 | 0.00244
## power by group
group	total (uW)	internal, uW	switching [uW]	leakage [uW]
Sequential	5270	5210	57.9	0.0194
Combinational	721	255	465	0.0188
Clock	3930	2200	1730	0.00310
## worst min-delay path by stage
stage	from	end	slack (ps)	depth (start not counted)
finish	DataIn[3]	Core[211][3]	3490	2
global route	DataIn[3]	Core[211][3]	3460	2
CTS	DataIn[3]	Core[211][3]	3430	2
## cell usage in the layout (no fill, tap or decap), drive strengths merged, types with 2 or more instances in the layout
cell / count
edfxtp: 2048
and3: 1882
mux4: 512
clkbuf: 280
a22oi: 256
a21o: 233
buf: 197
and2: 171
a21oi: 128
clkinv: 87
o41ai: 32
or2: 24
nor2: 23
nor3: 23
clkdlybuf4s50: 15
nand4: 9
nand2: 9
nand2b: 9
bufinv: 8
nor2b: 8
inv: 5
nor4: 4
clkinvlp: 3
o21bai: 2
## metrics by stage
stage	util, %	setup WS [ps]	total power (uW)
6_report	54.7	6120	9920
5_1_grt	54.7	5900	10200
4_1_cts	54.7	6100	9990
3_5_place_dp	51.3	6110	6090
3_3_place_gp	51.3	6120	6080
2_1_floorplan	-	9530	5810
No activity file was given, so power comes from the tool's default toggle rates.
