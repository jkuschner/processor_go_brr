## /design/flow/run.sh

```bash
#!/bin/bash
# OpenROAD 26Q1-2900-gdf79404cd8, Yosys 0.63+post, stock flow scripts
make -C /OpenROAD-flow-scripts/flow DESIGN_CONFIG=/design/flow/config.mk WORK_HOME=/design/flow/orfs finish
```

## /design/flow/config.mk

```make
export PLATFORM = sky130hd
export DESIGN_NAME = RegFile
export DESIGN_NICKNAME = RegFile
export VERILOG_FILES = /design/flow/design.v
export SDC_FILE = /design/flow/constraint.sdc
export NUM_CORES = 4
export LEC_CHECK = 1
export CORE_UTILIZATION = 50
```

## /design/flow/constraint.sdc

```tcl
current_design RegFile

set clk_period 6.6
set clk_io_pct 0.2

create_clock -name clk0 -period $clk_period [get_ports {Clk}]

set non_clock_inputs [all_inputs -no_clocks]
set_input_delay [expr $clk_period * $clk_io_pct] -clock clk0 $non_clock_inputs
set_output_delay [expr $clk_period * $clk_io_pct] -clock clk0 [all_outputs]
```

## /design/flow/design.v

```verilog
module RegFile #(parameter W=8, A=4)(		  
  input                Clk,
                       Reset,
                       WriteEn,
  input        [3:0]   RaddrA,				  
                       RaddrB,
                       Waddr,
  input        [W-1:0] DataIn,
  output logic [W-1:0] DataOutA,			 
  output logic [W-1:0] DataOutB,				 
  output logic [1:0]   Reg3IndexOut  
    );
logic [W-1:0] Registers[2**A];	              
always_comb begin
    DataOutA = Registers[RaddrA];	 
    DataOutB = Registers[RaddrB];   
    Reg3IndexOut = Registers[4'b0011][1:0]; 
end
always_ff @ (posedge Clk) begin
  if (Reset) begin
    for(int i = 0; i < 16; i++)
	    Registers[i] <= 0;
  end else if (WriteEn) begin	                  
    Registers[Waddr] <= DataIn;
  end
end
endmodule
```

==> results.toml <==
# implementation run metrics
[floorplan]
die_w_um = 119
fp_util_pct = 51.3
die_h_um = 119
rows = 42
io-pin-count = 41
die_area_um2 = 14100
core_um2 = 13300

[setup_path]
slowest_stage = "buf_2"
crit_fanout = 19
arrival_ps = 3640
critPathRequiredTime_ps = 5280
worst-setup-path-type = "in2out"
slowest_delay_ps = 550
crit_path_cell_trace = "buf_2, buf_4, mux4_2, a22oi_1, nand2_1, clkdlybuf4s50_1"
start_kind = "input port"
critPathCaptureType = "output port"

[finish]
regMostFlops = "Registers"
reg.largest.list = "Registers x128"
layout.cells.non_filler = 667
area_growth_pct = 15.2
postLayoutCellArea_um2 = 7850
largest_reg_flops = 128
fin_util_pct = 59.1
final_layout_size_suffix_gt1_share_pct = 23.4

[placed_design]
io_buffers = 40
placed_area_um2 = 7320
pre_cts_ws_ps = 1590
dp_hpwl_um = 11600
place_congestion = 0.899
dp_cells = 636

[global_routing]
track_usage_pct = 28.7
antenna_found_initial = 0
grt_pass1_vias = 4344
grt_pass1_wl_um = 25900
grt_max_degree = 33
grt_overflow = 0

[pwr]
seqPwrFrac_pct = 47.2
power.leakage_nw = 2.69
vdd_drop_max_v = 0.000221
p_sw_mw = 0.446
power_mw = 2.05
p_comb_share_pct = 11.3
p_clk_share_pct = 41.5
swShare_pct = 21.7
p_int_mw = 1.61
p_per_area_nw_per_um2 = 261

[final_timing]
tightest_slew_ps = 866
hold_slack_ps = 2020
period_used_pct = 75.2
finalSetupViolations = 0
fin_crit_ps = 4960
hold_violations = 0
slew_violations = 0
fmax_mhz = 202
slew_headroom_pct = 41.8
rsz0062_at_grt = "false"
finalSetupTns_ps = 0
setup_ws_ps = 1640

[clock_tree]
clkSinkCount = 128
cts_resized = 0
hold_buffers = 0
cts_buffers = 17
postCtsSetupBuffers = 0
clock-root-buffer = "clkbuf_16"
clk_pin_slew_ps = 50
cts_tree = "done"
clockBufferDepth = 2
h-tree-depth = 4

[synth]
synth.avg_cell_area_um2 = 15.3
ys_top_cells_by_count = "and2_1, edfxtp_1, mux4_2, a22oi_1, nand2_1"
synth-async-reset-ratio_pct = 0
ys_seq_elements = 128
ys.warnings.count = 1
synthCells = 447
ys_area_um2 = 6820
ys_cells = 447
edf_count = 128
yosys.area.top_type = "edfxtp_1"
synth_area_um2 = 6820
synthFlopType = "edfxtp_1"
synth_top_area_share_pct = 56.4
synth_cell_types = 19
synth.area.top_cells = "edfxtp_1, mux4_2, and2_1, a22oi_1, or2_2"
ys_seq_share_pct = 56.4
top_cell = "and2_1"

[worst_hold_path]
hp-class = "in2reg"
min_from = "Waddr[1]"
hold_path_depth = 3
min_to = "Registers[0][7]$_SDFFCE_PN0P_"

[routing]
routed_wl_um = 16800
vias_per_cell = 5.92
vias = 3951
antenna_cells = 0
route.detailed.drc = 0
drtIter0Drc = 213
ant_nets = 0
first_pass_iters = 4
wl_per_cell_um = 25.1

[run]
maxCapViolCount = 0
stage_log_warnings = 25

[status]
status = "completed"
-- how the worst max path moves through the flow --
stage	from	endpoint	slack, ps
CTS	RaddrB[0]	DataOutB[7]	1590
finish	RaddrA[0]	DataOutA[5]	1640
global route	RaddrA[0]	DataOutA[5]	1460
-- cell families (layout without fill, tap and decap cells) --
group                  count (synthesis)  after routing  synth area share (%)
AND/OR/NAND/NOR                      191            191                  16.8
flip-flops                           128            128                  56.4
multiplexers                          64             64                  21.1
AND-OR/OR-AND                         32             32                  3.52
buffers and inverters                 32             76                  2.17
-- area by class of cell --
| cell class | count | area, um^2 |
|---|---|---|
| well taps | 176 | 220 |
| multi-input cells | 287 | 2830 |
| flip-flops and latches | 128 | 3840 |
| clock inverters | 10 | 95.1 |
| repair buffers | 45 | 428 |
| fillers | 989 | 5440 |
| clock buffers | 21 | 440 |
-- power by group through the flow --
| stage | Combinational [mW] | Sequential, mW | Clock [mW] |
|---|---|---|---|
| CTS | 0.234 | 0.968 | 0.865 |
| global route | 0.250 | 0.974 | 0.904 |
| finish | 0.232 | 0.968 | 0.852 |
-- per-layer routing --
layer,part of all wire (%),vias up,track usage [%]
met5,0,-,0
met4,1.6,0,4.11
met3,15,15,18.8
met2,46,207,39.4
met1,38,1937,43.5
li1,-,1792,-
-- worst max-delay path, delay by kind of cell --
family	cells	cell delay, ps
muxes	1	550
and+or+nand+nor	1	90
buffers and inverters	3	1360
AOI/OAI and AO/OA	1	300
-- layout by cell type, fill, tap and decap left out, types with 3 or more instances in the layout --
cell type | Yosys | final
a22oi_1 | 32 | 32
and2_1 | 130 | 130
buf_4 | 6 | 5
clkbuf_1 | 15 | 4
clkbuf_16 | 0 | 17
clkdlybuf4s50_1 | 0 | 38
clkinv_1 | 0 | 4
clkinv_2 | 0 | 4
edfxtp_1 | 128 | 128
mux4_2 | 64 | 64
nand2_1 | 17 | 17
nor2_1 | 11 | 11
nor2_2 | 3 | 3
nor2b_1 | 4 | 4
nor3_1 | 3 | 3
or2_2 | 16 | 16
Power figures rest on the tool's default switching activity, not on a simulated workload.
